==> flow/run.sh <==
#!/bin/bash
# OpenROAD 26Q1-2900-gdf79404cd8, Yosys 0.63+post, stock flow scripts
make -C /OpenROAD-flow-scripts/flow DESIGN_CONFIG=/design/flow/config.mk WORK_HOME=/design/flow/orfs finish
==> flow/config.mk <==
export PLATFORM = sky130hd
export DESIGN_NAME = memLUTProg1
export DESIGN_NICKNAME = memLUTProg1
export VERILOG_FILES = /design/flow/design.v
export SDC_FILE = /design/flow/constraint.sdc
export NUM_CORES = 4
export LEC_CHECK = 1
export CORE_AREA = 10 10 70 70
export DIE_AREA = 0 0 80 80
==> flow/constraint.sdc <==
current_design memLUTProg1

set clk_period 1.2
set clk_io_pct 0.2

create_clock -name clk0 -period $clk_period

set non_clock_inputs [all_inputs -no_clocks]
set_input_delay [expr $clk_period * $clk_io_pct] -clock clk0 $non_clock_inputs
set_output_delay [expr $clk_period * $clk_io_pct] -clock clk0 [all_outputs]
==> flow/design.v <==
package Definitions;
   typedef enum logic [3:0] {
       ADD,  
       AND,  
       OR0,  
       XOR,  
	   MOL,  
	   ADI,  
	   BNE,  
	   SET,  
	   SLL,  
	   SRL,  
	   MOU,  
	   LW0,  
	   SW0,  
	   ZER,  
	   PAR,  
	   ACK   
   } op_mne;
endpackage  
module memLUTProg1(
  input        [ 2:0] Addr,		 
  output logic [ 7:0] Target	 
);
always_comb begin
  case(Addr)
    3'b000: Target = 180;	 
    3'b001: Target = 200;	 
    3'b010: Target = 30;	 
    3'b011: Target = 99;	 
    3'b100: Target = 0;
    3'b101: Target = 0;
    3'b110: Target = 62;
    3'b111: Target = 91;
  endcase
end
endmodule
==> flow_summary.yaml <==
# synthesis and place-and-route metrics
die:
  rows: 21
  die_w_um: 80
  die-height_um: 80
  fp.coreArea_um2: 3420
  io_pins: 11
  chipArea_um2: 6400
  fp_util_pct: 3.55
synthesis:
  top_area_share_pct: 30.9
  ys_chip_area_um2: 121
  yosys.stat.seqShare_pct: 0
  synth_cell_types: 12
  syn-instance-count: 17
  top_area_cell: "ha_1"
  ys_warn_count: 1
  ys_cells: 17
  synth.area.top_cells: "ha_1 31%, o21ai_1 16%, buf_6 9.3%, nand2_4 9.3%, o21ai_2 7.2%"
  synth_area_um2: 121
  avgSynthCellArea_um2: 7.14
final_timing:
  finalMaxSlewViolations: 0
  setup_ws_ns: 0.0225
  setup_viol: 0
  rsz0062_at_grt: "false"
  worstMarginPinSlew_ns: 0.113
  hold_viol_final: 0
  period_needed_ns: 1.18
  max_freq_ghz: 0.849
  finalCritPeriodShare_pct: 98.1
  relSlewSlack_pct: 92.4
hold_path:
  min_path_type: "in -> out"
  holdCritStartpoint: "Addr[1]"
power:
  comb_power_share_pct: 100.0
  netSwitchingFraction_pct: 39.6
  clockPowerShare_pct: 0
  peakVddDrop_mv: 0.0314
  seq_power_share_pct: 0
  switching_power_uw: 33.2
  p_per_area_nw_per_um2: 273
  power.internal_uw: 50.7
  power.leakage_uw: 0.000141
route:
  top_layer_used: "met3"
  wl_per_cell_um: 6.37
  vias_per_cell: 2.03
  drc: 0
  vias: 154
  wl_met1_um: 185
  diodes: 0
  wl_met2_um: 211
  first_pass_iters: 2
  drtIter0Drc: 2
  ant_nets: 0
  met3_length_um: 87
  routed_wirelength_um: 484
flow_run:
  maxCapViolations: 0
  openroad.warnings: 34
run_status:
  status: "complete, no violations"
grt:
  antenna_found_initial: 0
  grt_usage_pct: 1.39
  grt_first_pass_wirelength_um: 772
  grt_overflow: 0
  grt_max_degree: 6
  grt_pass1_vias: 162
worst_setup_path:
  start_kind: "input pin"
  path_delay_family: "buffers and inverters"
  cp.arrival_ns: 0.94
  worst_path_max_delay_cell: "clkdlybuf4s50_1"
  cp.required_ns: 0.96
  cp_num_buf_inv: 3
  slowest_delay_ns: 0.47
  crit_chain: "buf_4 > buf_6 > clkdlybuf4s50_1"
  crit_path_start: "Addr[1]"
  cp-end-kind: "primary output"
  crit_fanout: 4
  path_class: "in -> out"
finish:
  drive_gt1_share_pct: 53.3
  fill_cells: 410
  combGateArea_um2: 108
  final_cell_area_um2: 308
  clkbuf_count: 0
  lay_top_count: "dlygate4sd2_1"
  most-common-layout-cells: "5 x dlygate4sd2_1, 4 x buf_4, 3 x o21ai_1, 3 x buf_6"
  area_growth_syn_to_layout_pct: 154
  flop-count: 0
  ff_latch_area_um2: 0
placed_design:
  dpl_worst_slack_ns: -0.815
  place.port_buffers: 11
  dpl_cell_area_um2: 304
  dp_hpwl_um: 410
  gp_congestion: 0.720
clocking:
  cts_setup_buffers: 0
## metrics by stage
stage | util, % | total power (uW) | setup TNS (ns) | cells | hold WS, ns
final | 9.01 | 83.9 | 0 | 76 | 0.861
after global routing | 9.01 | 95.0 | 0 | 76 | 0.900
after CTS | 8.94 | 83.9 | 0 | 76 | 0.886
after detailed placement | 8.90 | 91.4 | -5.03 | 76 | 1.52
after global placement | 8.90 | 90.8 | -5.01 | 76 | 1.52
after floorplan | - | 26.5 | 0 | 17 | 0.490
## tightest hold or removal path, stage by stage
cell      delay, ns
buf_4          0.11
ha_4           0.13
o21ai_1        0.05
clkbuf_2       0.09
## per-layer routing
| layer | GRT usage [%] | vias up |
|---|---|---|
| li1 | - | 79 |
| met1 | 1.45 | 67 |
| met2 | 2.49 | 8 |
| met3 | 0.795 | 0 |
| met4 | 0 | 0 |
| met5 | 0 | - |
## worst paths after layout
path,endpoint,slack (ns),depth (start not counted)
setup / recovery,Target[1],0.02,3
hold / removal,Target[3],0.86,4
## cell families after synthesis
logic type      after synthesis  share of synthesized area, %
compound gates                5                          23.7
buf+inv                       5                          24.7
simple gates                  4                          20.6
fa+ha+maj                     3                          30.9
## power groups by stage
stage	Clock, uW	Sequential (uW)	Combinational (uW)
after CTS	0	0	83.9
after global routing	0	0	95.0
final	0	0	83.9
## cells in the mapped netlist
cell      count
buf_4         1
nand2_2       1
inv_1         1
nand2_4       1
ha_1          3
clkbuf_1      1
o21ai_2       1
nor2_1        1
o21ai_1       4
buf_6         1
inv_2         1
nand2_1       1
## area by class of cell
class                           count  area share (%)
Timing Repair Buffer               16            43.1
Multi-Input combinational cell     12            35.0
Inverter                            2            3.25
Tap cell                           46            18.7
## timing repair
item	in CTS	in global routing
pin swaps	1	1
hold buffers	0	0
setup endpoints to repair	8	4
resized	27	4
Power figures rest on the tool's default switching activity, not on a simulated workload.
