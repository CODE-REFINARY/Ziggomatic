$ cat design.v
package Definitions;
   typedef enum logic [3:0] {
       ADD,  
       AND,  
       OR0,  
       XOR,  
	   MOL,  
	   ADI,  
	   BNE,  
	   SET,  
	   SLL,  
	   SRL,  
	   MOU,  
	   LW0,  
	   SW0,  
	   ZER,  
	   PAR,  
	   ACK   
   } op_mne;
endpackage  
import Definitions::*;
module Ctrl (
  input           [8:0] Instruction,     
  input           ZeroFlag,
  output logic    Jump,
                  BranchEn,              
                  RegWrEn,               
                  MemWrEn,               
					        MemREn,                
                  LoadInst,              
                  Ack,                   
					        LUTSel,                
					        RegImm,                
					        ImmLut,                
					        AluOrLut,              
					        MemOrJmpLut            
);
always_comb begin
  case (Instruction[8:5])
	BNE: RegWrEn = 'b0;	 
	SW0: RegWrEn = 'b0; 	 
	default: RegWrEn = 'b1;
  endcase
  BranchEn = (~ZeroFlag) && (Instruction[8:5] == BNE);
  MemOrJmpLut = Instruction[1] == 1'b1;
  AluOrLut = ~(Instruction[8:5] == SET);
  MemWrEn = Instruction[8:5] == SW0;
  MemREn = Instruction[8:5] == LW0;
  LoadInst = Instruction[8:5] == LW0;
  RegImm = ~(Instruction[8:7] == 2'b0 || Instruction[8:5] == BNE);
  ImmLut = Instruction[8:5] == SET;
  Ack = &Instruction;
end
endmodule
$ cat run.sh
#!/bin/bash
# OpenROAD 26Q1-2900-gdf79404cd8, Yosys 0.63+post, stock flow scripts
make -C /OpenROAD-flow-scripts/flow DESIGN_CONFIG=/design/flow/config.mk WORK_HOME=/design/flow/orfs finish
$ cat config.mk
export PLATFORM = sky130hd
export DESIGN_NAME = Ctrl
export DESIGN_NICKNAME = Ctrl
export VERILOG_FILES = /design/flow/design.v
export SDC_FILE = /design/flow/constraint.sdc
export NUM_CORES = 4
export LEC_CHECK = 1
export CORE_AREA = 10 10 70 70
export DIE_AREA = 0 0 80 80
$ cat constraint.sdc
current_design Ctrl

set clk_period 1.3
set clk_io_pct 0.2

create_clock -name clk0 -period $clk_period

set non_clock_inputs [all_inputs -no_clocks]
set_input_delay [expr $clk_period * $clk_io_pct] -clock clk0 $non_clock_inputs
set_output_delay [expr $clk_period * $clk_io_pct] -clock clk0 [all_outputs]
==> impl_metrics.csv <==
group,metric,value,unit
sta,hold_ws,0.895,ns
global_route,grt_overflow,0,
sta,rsz0062_at_grt,"no",
yosys,yosysUniqueCellTypes,15,
run_status,status,"completed",
yosys,synth_cells,20,
layout,clkbuf_count,0,
worst_hold_path,hold_class,"input pin to output pin",
yosys,avgSynthCellArea,7.26,µm²
global_route,antenna_found_initial,0,
floorplan,die_w,80,µm
detailed_routing,dr_total_vias,195,
global_route,grt_max_degree,9,
layout,stdcell_area,349,µm²
layout,flop_area,0,µm²
sta,report.final.hold_viol_count,0,
critical_path,endpoint,"Ack",
global_route,grt_usage,1.96,%
layout,syn2layout_area_growth,141,%
detailed_routing,drt_iter0_drc,2,
yosys,syn_area,145,µm²
placement,place_ws,-0.616,ns
layout,fin_cells,83,
critical_path,crit_path_top_delay_cell,"clkdlybuf4s50_1",
yosys,ys_seq_share,0,%
critical_path,worst_setup_path_start_kind,"input pin",
run,maxCapViolations,0,
sta,slew_viol_final,0,
floorplan,initCoreUtil,4.25,%
yosys,yosys_area,145,µm²
placement,gp_congestion,0.739,
critical_path,crit_family,"buffers and inverters",
critical_path,crit_cells,4,
sta,min_period,1.25,ns
critical_path,cp_max_fo,1,
critical_path,arrival,0.99,ns
layout,drive_gt1_share,27.0,%
detailed_routing,routedWlPerCell,8.70,µm
sta,fin_crit_sh,96.2,%
floorplan,ioPinCount,22,
critical_path,cp.required,1.04,ns
pwr,irDropWorstVdd,0.0160,mV
detailed_routing,vias_per_cell,2.35,
global_route,grt_pass1_vias,184,
yosys,ys_cells,20,
yosys,top_cells_by_count,"buf_4 (4), and4b_1 (2), nor2_1 (2)",
placement,portBuffers,20,
critical_path,critical_path.startpoint,"Instruction[2]",
clocking,postCtsHoldBufs,0,
run,tool_warnings,33,
yosys,ys_warn_count,3,
detailed_routing,drt-pass1-iter-count,2,
critical_path,path_class,"input pin to output pin",
sta,setup_viol,0,
pwr,power_density,175,mW/mm²
floorplan,dieHeight,80,µm
yosys,top_area_cell,"buf_4",
yosys,top_area_share,20.7,%
sta,final.setup.tns,0,ns
critical_path,worstSetupEndpointType,"output pin",
global_route,grt_first_pass_wirelength,1040,µm
sta,setup_ws,0.0488,ns
floorplan,core-area,0.00342,mm²
layout,flops,0,
placement,dp_cells,82,
sta,max_freq,799,MHz
detailed_routing,drc,0,
detailed_routing,ant_nets,0,
critical_path,crit_chain,"clkdlybuf4s50_1 -> nand2_1 -> nor3_2 -> buf_2",
floorplan,die_area,0.00640,mm²
detailed_routing,totalWireLength,722,µm
placement,post_dp_cell_area,372,µm²
yosys,area_leaders,"buf_4 (21%), and4b_1 (14%), and4bb_2 (8.6%), nand3_2 (6.9%), nor3_2 (6.9%)",
pwr,p_leak,0.162,nW
floorplan,rows,21,
critical_path,crit_buf_inv,2,
critical_path,critical_path.max_stage_delay,0.45,ns
yosys,top_cell,"buf_4",
detailed_routing,antennaDiodeCount,0,
-- cell usage in the layout (no fill, tap or decap), types with 2 or more instances in the layout --
cell type        Yosys  layout
and4b_1              2       2
conb_1               1       2
clkdlybuf4s50_1      0       3
dlygate4sd2_1        0      10
nor2_1               2       2
buf_2                1       2
buf_4                4       5
-- metal layers --
| layer | vias to the layer above | part of all wire [%] | global-route usage (%) |
|---|---|---|---|
| li1 | 98 | - | - |
| met1 | 83 | 46 | 2.77 |
| met2 | 14 | 42 | 3.13 |
| met3 | 0 | 12 | 0.455 |
| met4 | 0 | 0 | 0 |
| met5 | - | 0 | 0 |
-- cells by family (layout without fill, tap and decap cells) --
kind of cell | count (synthesis) | after routing | share of synthesized area, %
AND/OR/NAND/NOR | 12 | 12 | 62.1
other | 1 | 2 | 2.58
AND-OR/OR-AND | 1 | 1 | 5.17
XOR/XNOR | 1 | 1 | 6.04
buffers and inverters | 5 | 21 | 24.1
-- where the power goes --
part,internal [mW],switching [mW]
Sequential,0,0
Clock,0,0
Combinational,0.0400,0.0211
-- timing repair --
item	CTS	global route
buffers inserted	1	0
resized	36	1
endpoints found under the setup margin	10	2
pin swaps	5	2
-- area by class of cell --
type / instances / area, µm²
fillers: 407 / 3070
repair buffers: 21 / 178
multi-input cells: 16 / 114
well taps: 46 / 57.6
-- worst min-delay path by stage --
stage,start,to,slack [ns],depth (start not counted)
4_1_cts,Instruction[8],Ack,0.90,4
5_1_grt,Instruction[8],Ack,0.93,4
6_report,Instruction[8],Ack,0.89,4
-- through the flow --
stage | util [%] | power (mW)
after global placement | 10.9 | 0.0732
after floorplan | - | 0.0226
after global routing | 10.2 | 0.0682
after detailed placement | 10.9 | 0.0731
final | 10.2 | 0.0610
after CTS | 10.1 | 0.0636
Power figures rest on the tool's default switching activity, not on a simulated workload.
