==> design.v <==
package Definitions;
   typedef enum logic [3:0] {
       ADD,  
       AND,  
       OR0,  
       XOR,  
	   MOL,  
	   ADI,  
	   BNE,  
	   SET,  
	   SLL,  
	   SRL,  
	   MOU,  
	   LW0,  
	   SW0,  
	   ZER,  
	   PAR,  
	   ACK   
   } op_mne;
endpackage  
module ProgCtr #(parameter A=10)(
  input                Reset,        
                       Start,        
                       Clk,          
                       BranchRelEn,  
  input        [7:0]   Target,       
  output logic [A-1:0] ProgCtr,       
  output logic		   Going,		 
  input				   forward
);
logic StartCount;
always_ff @(posedge Clk) begin
  if(Reset)
    ProgCtr <= 0;
  else if(BranchRelEn)              
	if (forward) begin
		ProgCtr <= ProgCtr + Target;
	end
	else begin
		ProgCtr <= ProgCtr + -Target;
	end
  else
    ProgCtr <= ProgCtr + 'b1;       
  Going <= '0;
  if (Reset) begin
    StartCount <= '0;
  end
  else begin
    if (Start == '1) begin
      StartCount <= 1;
	  ProgCtr <= ProgCtr;
    end
    if (StartCount == '0) begin
      ProgCtr <= ProgCtr;
	end
	if (StartCount == '1 && Start == '0) begin
		Going <= '1;
	end
  end
end
endmodule
==> run.sh <==
#!/bin/bash
# OpenROAD 26Q1-2900-gdf79404cd8, Yosys 0.63+post, stock flow scripts
make -C /OpenROAD-flow-scripts/flow DESIGN_CONFIG=/design/flow/config.mk WORK_HOME=/design/flow/orfs finish
==> config.mk <==
export PLATFORM = sky130hd
export DESIGN_NAME = ProgCtr
export DESIGN_NICKNAME = ProgCtr
export VERILOG_FILES = /design/flow/design.v
export SDC_FILE = /design/flow/constraint.sdc
export NUM_CORES = 4
export LEC_CHECK = 1
export CORE_AREA = 10 10 90 90
export DIE_AREA = 0 0 100 100
==> constraint.sdc <==
current_design ProgCtr

set clk_period 3.5
set clk_io_pct 0.2

create_clock -name clk0 -period $clk_period [get_ports {Clk}]

set non_clock_inputs [all_inputs -no_clocks]
set_input_delay [expr $clk_period * $clk_io_pct] -clock clk0 $non_clock_inputs
set_output_delay [expr $clk_period * $clk_io_pct] -clock clk0 [all_outputs]
==> impl_metrics.ini <==
; synthesis and place-and-route metrics
[clocking]
cts_tree = yes
cts_setup_buffers = 0
clk_path_buf_depth = 2
cts_made_buffers = 3
insertion_delay_ps = 240
clkTransAtPathRegs_ps = 60
cts.sinks = 12
htreeDepth = 1
cts_root_buffer = clkbuf_8

[logic_synthesis]
synth_flops = 12
ff_type = edfxtp_1
avgSynthCellArea_um2 = 9.114
yosysWarnings = 1
async_reset_ff_frac = 0
synth_cell_type_count = 40
syn_inst = 123
edf_count = 10
ys_area_mm2 = 0.001121
ys_seq_frac = 0.3036
ys_cells = 123
syn_area_mm2 = 0.001121

[setup_path]
arrival_ps = 3250
r2r_slack_ps = 1370
worstReg2RegStart = ProgCtr[0]
timing.critical_path.to = ProgCtr[5]
criticalPathCategory = in -> reg
crit_top_cell = ha_1
crit_start = Target[0]
rr_worst_depth = 8
crit_fanout = 4
cp_top_family = buffers and inverters
slowest_stage = clkdlybuf4s50_1
reg2reg_to = ProgCtr[8]
cp.depth = 11
endpoint_kind = flip-flop
cp_cell_sequence = clkdlybuf4s50_1 > inv_1 > ha_1 > or3_1 > a21boi_1 > ha_1 > and3_1 > a2111oi_2 > buf_4 > xor2_1 > nor2_1
path_buffers = 3
cp.required_ps = 3490
cp-start-kind = input pin
slowest_delay_ps = 500

[place]
portBuffers = 23
placed_cell_area_mm2 = 0.001575
placed_cells = 238
hpwl_um = 2310
gp_congestion = 0.8272

[floorplan]
die_area_mm2 = 0.01000
rows = 29
io_pins = 24
initCoreUtil = 0.1786
coreArea_mm2 = 0.006277
die_w_um = 100
die_h_um = 100

[global_routing]
grt_overflow = 0
grt_use_total = 0.05978
grt_max_degree = 21
grt_pass1_vias = 1069
antenna_found_initial = 0
grt_pass1_wl_um = 4968

[cells_and_area]
instances_no_fill = 242
area_growth_pct = 47.21
drive_gt1_frac = 0.1879
final_common_cell = clkdlybuf4s50_1
fin_area_mm2 = 0.001650
layout_top_cells = clkdlybuf4s50_1 (23), buf_4 (19), nor2_1 (14)

[route]
drt_first_pass_iters = 3
drt-wirelength-per-cell_um = 12.12
vias = 1011
ant_nets = 0
post-route-drc-count = 0
vias_per_cell = 4.178
wirelength_um = 2934
antenna_cells = 0
drtIter0Drc = 32

[power]
switching_share = 0.2980
intPower_w = 0.0004412
comb_power_share = 0.432
power.switching_w = 0.0001873
power-per-cell-area_mw_per_mm2 = 380.8
pwr-share-clk = 0.247
ir_drop_mv = 0.1238
p_seq_frac = 0.320
p_leak_nw = 0.6840

[final_timing]
skew_ps = 0.9588
setup_viol_count_final = 0
grt_setup_unrepaired = false
finalHoldViolCount = 0
worst_slew_pin_slew_ps = 561.2
period_used_share = 0.9307
tns_ps = 0
max_freq_mhz = 307.0
slew_headroom = 0.6259
slew_violations = 0
fin_crit_ps = 3257

[min_path]
hold_class = reg -> reg

[flow_run]
drv_cap = 0
warnings = 25

[outcome]
status = complete, no violations
## power by group through the flow
| stage | Combinational [W] | Sequential [W] | Clock (W) |
|---|---|---|---|
| global route | 0.000306 | 0.000205 | 0.000165 |
| finish | 0.000272 | 0.000201 | 0.000155 |
| CTS | 0.000269 | 0.000202 | 0.000162 |
## metrics by stage
| stage | setup slack (ps) | hold slack (ps) | util | total power (W) |
|---|---|---|---|---|
| 2_1_floorplan | 579.2 | 439.0 | - | 0.0003398 |
| 3_3_place_gp | -177.5 | 451.9 | 0.2509 | 0.0004707 |
| 3_5_place_dp | -184.1 | 462.7 | 0.2509 | 0.0004694 |
| 4_1_cts | 77.34 | 473.1 | 0.2597 | 0.0006333 |
| 5_1_grt | 1.863 | 508.8 | 0.2629 | 0.0006760 |
| 6_report | 242.7 | 470.4 | 0.2629 | 0.0006285 |
## Yosys cell counts (2+ instances only)
library cell	count	area [um2]
nor3b_1	3	22.52
nor3_1	4	20.02
a21oi_1	5	25.02
xor2_1	4	35.03
a21o_1	5	37.54
edfxtp_1	10	300.3
clkbuf_1	3	11.26
nand2_1	4	15.01
and2_1	5	31.28
a211oi_1	2	15.01
ha_1	10	125.1
nor2b_1	3	18.77
inv_1	8	30.03
nor4b_1	2	17.52
o21ai_0	4	20.02
nor2_1	14	52.55
xnor2_1	3	26.28
nand2b_1	4	25.02
or3_1	4	25.02
a21boi_0	3	22.52
and3_1	3	18.77
dfxtp_1	2	40.04
## cell type report
cell class | count | area, um2
inverter | 8 | 30.03
clock buffer | 4 | 55.05
multi-input combinational | 99 | 755.7
fill | 669 | 4627
tap | 77 | 96.34
sequential | 12 | 340.3
timing repair buffer | 42 | 372.9
## timing repair
item,4_1_cts,5_1_grt
endpoints found under the hold margin,0,0
gates resized,0,5
hold buffers,0,0
endpoints found under the setup margin,0,4
## cell families (layout without fill, tap and decap cells)
logic type	count (synthesis)	in the layout	share of synthesized area
AND-OR/OR-AND	28	28	0.1886
XOR/XNOR	8	8	0.06920
adder cells (fa/ha/maj)	11	11	0.1295
buffers and inverters	12	54	0.04018
flip-flops	12	12	0.3036
multiplexers	2	2	0.01897
AND/OR/NAND/NOR	50	50	0.2500
## state kept, by name (all words and copies together), names as in the netlist
name,flops
ProgCtr,10
StartCount,1
Going,1
## worst register-to-register path: cells and delay by family, from the launching register on
family                     cells  cell delay, ps
adders and majority gates      2             550
AOI/OAI and AO/OA              3             510
DFF                            1             350
and+or+nand+nor                1             200
muxes                          1             200
buffers and inverters          1              50
## how the worst min path moves through the flow
stage | startpoint | end | slack, ps | cells past startpoint
after CTS | StartCount | Going | 470 | 2
final | StartCount | Going | 470 | 2
after global routing | StartCount | Going | 510 | 2
## routing by layer
| layer | vias up | wire, um | global-route usage |
|---|---|---|---|
| met4 | 0 | 14 | 0.005435 |
| li1 | 535 | - | - |
| met3 | 2 | 217 | 0.01943 |
| met1 | 458 | 1475 | 0.08552 |
| met2 | 16 | 1226 | 0.08960 |
| met5 | - | 0 | 0 |
Power figures rest on the tool's default switching activity, not on a simulated workload.
